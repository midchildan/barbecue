==> flow/design.v <==
module csr (
  input clk,
  input reset,
  input [CSR_CMD_LEN-1:0] cmd,
  input [CSR_ADDR_LEN-1:0] addr,
  input [XLEN-1:0] wdata,
  output reg [XLEN-1:0] rdata
);
localparam XLEN = 32;
localparam REG_ADDR_LEN = 5;
localparam PC_SEL_LEN   = 3,
           PC_PLUS_FOUR = 3'd0,
           PC_BRANCH    = 3'd1,
           PC_JAL       = 3'd2,
           PC_JALR      = 3'd3;
localparam ALU_OP_LEN = 4,
           ALU_ADD    = 4'd0,
           ALU_SLL    = 4'd1,
           ALU_XOR    = 4'd2,
           ALU_OR     = 4'd3,
           ALU_AND    = 4'd4,
           ALU_SRL    = 4'd5,
           ALU_SEQ    = 4'd6,
           ALU_SNE    = 4'd7,
           ALU_SUB    = 4'd8,
           ALU_SRA    = 4'd9,
           ALU_SLT    = 4'd10,
           ALU_SGE    = 4'd11,
           ALU_SLTU   = 4'd12,
           ALU_SGEU   = 4'd13;
localparam SRCA_SEL_LEN = 2,
           SRCA_RS1     = 2'd0,
           SRCA_PC      = 2'd1,
           SRCA_ZERO    = 2'd2;
localparam SRCB_SEL_LEN = 3,
           SRCB_RS2     = 3'd0,
           SRCB_IMM_I   = 3'd1,
           SRCB_IMM_S   = 3'd2,
           SRCB_IMM_U   = 3'd3,
           SRCB_IMM_J   = 3'd4,
           SRCB_FOUR    = 3'd5,
           SRCB_ZERO    = 3'd6;
localparam MEM_TYPE_LEN = 3,
           MEM_B        = 3'b000,
           MEM_H        = 3'b001,
           MEM_W        = 3'b010,
           MEM_D        = 3'b011,
           MEM_BU       = 3'b100,
           MEM_HU       = 3'b101,
           MEM_WU       = 3'b110;
localparam WB_SEL_LEN = 2,
           WB_ALU     = 2'd0,
           WB_MEM     = 2'd1,
           WB_CSR     = 2'd2;
localparam RV_NOP     = 32'b0010011,
           RV_INVALID = 32'b0;
localparam CSR_SEL_LEN     = 1,
           CSR_SEL_RS1     = 1'd0,
           CSR_SEL_IMM     = 1'd1;
localparam CSR_COUNTER_LEN   = 64,
           CSR_ADDR_LEN      = 12,
           CSR_ADDR_CYCLE    = 12'hC00,
           CSR_ADDR_TIME     = 12'hC01,
           CSR_ADDR_INSTRET  = 12'hC02,
           CSR_ADDR_CYCLEH   = 12'hC80,
           CSR_ADDR_TIMEH    = 12'hC81,
           CSR_ADDR_INSTRETH = 12'hC82;
localparam CSR_CMD_LEN = 2,
           CSR_READ    = 2'd0,
           CSR_WRITE   = 2'd1,
           CSR_SET     = 2'd2,
           CSR_CLEAR   = 2'd3;
  reg [CSR_COUNTER_LEN-1:0] cycle_cnt;
  reg [CSR_COUNTER_LEN-1:0] time_cnt;
  reg [CSR_COUNTER_LEN-1:0] instret;
  reg [XLEN-1:0] to_write;
  reg we;
  always @(*) begin
    case (cmd)
      CSR_WRITE: begin
        we = 1'b1;
        to_write = wdata;
      end
      CSR_SET: begin
        we = 1'b1;
        to_write = rdata | wdata;
      end
      CSR_CLEAR: begin
        we = 1'b1;
        to_write = rdata & ~wdata;
      end
      default: begin
        we = 1'b0;
        to_write = wdata;
      end
    endcase
  end
  always @(*) begin
    case (addr)
      CSR_ADDR_CYCLE: rdata = cycle_cnt[0 +: XLEN];
      CSR_ADDR_TIME: rdata = time_cnt[0 +: XLEN];
      CSR_ADDR_INSTRET: rdata = instret[0 +: XLEN];
      CSR_ADDR_CYCLEH: rdata = cycle_cnt[XLEN +: XLEN];
      CSR_ADDR_TIMEH: rdata = time_cnt[XLEN +: XLEN];
      CSR_ADDR_INSTRETH: rdata = instret[XLEN +: XLEN];
      default: rdata = 0;
    endcase
  end
  always @(posedge clk) begin
    if (reset) begin
      cycle_cnt <= 0;
      time_cnt <= 0;
      instret <= 0;
    end else begin
      cycle_cnt <= cycle_cnt + 1;
      time_cnt <= time_cnt + 1;
      instret <= instret + 1;
      if (we) begin
        case (addr)
          CSR_ADDR_CYCLE: cycle_cnt[0 +: XLEN] <= to_write;
          CSR_ADDR_TIME: time_cnt[0 +: XLEN] <= to_write;
          CSR_ADDR_INSTRET: instret[0 +: XLEN] <= to_write;
          CSR_ADDR_CYCLEH: cycle_cnt[XLEN +: XLEN] <= to_write;
          CSR_ADDR_TIMEH: time_cnt[XLEN +: XLEN] <= to_write;
          CSR_ADDR_INSTRETH: instret[XLEN +: XLEN] <= to_write;
          default: ;
        endcase
      end  
    end  
  end  
endmodule
==> flow/run.sh <==
#!/bin/bash
# OpenROAD 26Q1-2900-gdf79404cd8, Yosys 0.63+post, stock flow scripts
make -C /OpenROAD-flow-scripts/flow DESIGN_CONFIG=/design/flow/config.mk WORK_HOME=/design/flow/orfs finish
==> flow/config.mk <==
export PLATFORM = sky130hd
export DESIGN_NAME = csr
export DESIGN_NICKNAME = csr
export VERILOG_FILES = /design/flow/design.v
export SDC_FILE = /design/flow/constraint.sdc
export NUM_CORES = 4
export LEC_CHECK = 1
export CORE_UTILIZATION = 50
==> flow/constraint.sdc <==
current_design csr

set clk_period 11.6
set clk_io_pct 0.2

create_clock -name clk0 -period $clk_period [get_ports {clk}]

set non_clock_inputs [all_inputs -no_clocks]
set_input_delay [expr $clk_period * $clk_io_pct] -clock clk0 $non_clock_inputs
set_output_delay [expr $clk_period * $clk_io_pct] -clock clk0 [all_outputs]
==> results.toml <==
# generated from flow reports
[outcome]
status = "complete, no violations"

[route]
route.detailed.drc = 0
vias_per_cell = 6.57
antenna_left = 0
drtIter0Drc = 1540
vias = 12500
dr.pass1.iters = 9
finalWirelength_microns = 49500
n_antenna_cell = 0
wl_per_cell_microns = 26.0

[finish]
post_route_cells_drive_above_1_share = 0.0790
finalInstanceArea_sq_um = 14200
final_common_cell = "dfxtp_1"
combGateArea_sq_um = 8090
stdcell_count = 1906
regArea_sq_um = 3840
lay_top_cells = "dfxtp_1, nor2_1, nand2_1, xnor2_1, a211oi_1"
fillers = 2210
syn2layout_area_growth_pct = 14.2

[worst_hold_path]
min_path_type = "flop to flop"
hold_start = "time_cnt[0]$_SDFF_PP0_"
hold_depth = 1

[yosys]
synthArstFlopShare = 0
syn_area_sq_um = 12400
synth_warnings = 1
ys.flop_type = "dfxtp_1"
syn-mean-instance-area_sq_um = 8.16
synthCells = 1525
edf_count = 0
ys_types = 70
yosys-stat-cells = 1525
ys_ff = 192
ys_seq_share = 0.309
yosys_area_sq_um = 12400

[global_route]
antenna_found_initial = 0
grt_pass1_wl_microns = 73800
busiest_layer = "met1"
first_global_vias = 11100
grt_overflow = 0
grt_use_met1 = 0.618
met2_usage = 0.574
use_met3 = 0.0717
grt_max_degree = 61
grt_use_total = 0.400

[floorplanning]
die_width_microns = 160
fp_util = 0.510
chip_area_sq_um = 25500
die-height_microns = 160
num_io_pins = 80
rows = 57
coreArea_sq_um = 24400

[timing]
skew_ps = 15.3
finalCritPeriodShare = 0.654
fin_setup_tns_ps = 0
period_needed_ps = 7580
slew_headroom = 0.372
setup_violations = 0
hold_viol = 0
grt_setup_unrepaired = "no"
fmax_mhz = 132
worstMarginPinSlew_ps = 933
maxSlewViolCount = 0

[power]
p_comb_frac = 0.084
power.share.switching = 0.275
p_sw_mw = 0.396
clockPowerShare = 0.454
total_power_mw = 1.44
ir_drop_uv = 102
seqPwrFrac = 0.462
intPower_mw = 1.04
power_density_nw_per_um2 = 101
p_leak_nw = 4.71

[setup_path]
crit_required_ps = 9280
cp-end-kind = "output port"
worstPathArrival_ps = 5260
start_kind = "input pin"
crit_start = "addr[1]"
crit_fanout = 21
worstReg2RegStart = "cycle_cnt[0]$_SDFF_PP0_"
ff2ff_path_depth = 6
critical_path_class = "input pin to output port"

[flow_run]
drv_cap = 0
warning_count = 25

[placed_design]
place_area_sq_um = 13600
gp_congestion = 1.01
portBuffers = 79
dp_hpwl_microns = 36600
placed_cells = 1874

[cts]
cts_made_buffers = 17
htreeDepth = 4
postCtsHoldBufs = 0
cts_tree = "yes"
cts_buffer_depth = 2
clkTransAtPathRegs_ps = 70
cts_root_buf = "clkbuf_16"
clkLatencyLatePin_ps = 450
post_cts_buffers = 0
clock_sinks = 192
cts_resized = 0
## cells in the mapped netlist, types with 14 or more instances
library cell	n	area [sq um]
o22ai_1	82	513
xor2_1	69	604
clkbuf_1	56	210
inv_1	30	113
a211oi_1	98	736
nor4_1	26	163
mux2i_1	77	771
o21ai_0	18	90.1
nand4_1	76	475
buf_2	35	175
nor3_1	63	315
and4_1	17	149
o211a_1	14	140
nand2_1	99	372
dfxtp_1	192	3840
and3_1	32	200
nor2b_1	15	93.8
nand3_1	75	375
a21oi_1	35	175
nor2_1	147	552
xnor2_1	99	867
## state kept, by name (all words and copies together), names as in the netlist
name and flops:
cycle_cnt 64, instret 64, time_cnt 64
## critical path, stage by stage
cell and delay (ps):
clkdlybuf4s50_1 1000, or4b_1 880, o22a_1 300, o22ai_1 250, clkdlybuf4s50_1 520
## final timing paths
kind | slack (ps) | end
worst max register to register | 8320 | cycle_cnt[63]$_SDFF_PP0_
worst max-delay path | 4020 | rdata[23]
worst min-delay path | 540 | time_cnt[0]$_SDFF_PP0_
worst min register to register | 540 | time_cnt[0]$_SDFF_PP0_
## metrics by stage
step / utilization / setup WS [ps] / hold slack [ps]
2_1_floorplan: - / 5710 / 459
3_3_place_gp: 0.556 / 4120 / 516
3_5_place_dp: 0.556 / 4100 / 516
4_1_cts: 0.582 / 4090 / 529
5_1_grt: 0.582 / 3880 / 562
6_report: 0.582 / 4020 / 536
## per-layer routing
| layer | wire length [microns] | vias up | part of all wire |
|---|---|---|---|
| met4 | 2140 | 0 | 0.043 |
| met2 | 21000 | 727 | 0.42 |
| met3 | 5050 | 105 | 0.10 |
| met5 | 0 | - | 0 |
| met1 | 21300 | 5895 | 0.43 |
| li1 | - | 5788 | - |
## area by class of cell
cell class	instances	area share
Clock buffer	18	0.0309
Clock inverter	14	0.0146
Inverter	30	0.00793
Multi-Input combinational cell	1205	0.569
Sequential cell	192	0.271
Tap cell	324	0.0285
Timing Repair Buffer	123	0.0782
## kinds of logic (layout without fill, tap and decap cells)
kind of cell,count (synthesis),count (layout),synth area share
xor gates and xnor gates,168,168,0.118
adders and majority gates,3,3,0.00302
DFF,192,192,0.309
buffers and inverters,128,185,0.0433
AOI/OAI and AO/OA,326,326,0.185
and+or+nand+nor,619,619,0.264
muxes,89,89,0.0773
## power by group through the flow
stage | combinational, mW | sequential [mW] | clock, mW
finish | 0.121 | 0.665 | 0.654
global route | 0.124 | 0.666 | 0.685
CTS | 0.118 | 0.665 | 0.656
Power and IR drop assume default switching activity.
