==> ./run.sh <==
#!/bin/bash
# OpenROAD 26Q1-2900-gdf79404cd8, Yosys 0.63+post, stock flow scripts
make -C /OpenROAD-flow-scripts/flow DESIGN_CONFIG=/design/flow/config.mk WORK_HOME=/design/flow/orfs finish
==> ./config.mk <==
export PLATFORM = sky130hd
export DESIGN_NAME = mem_load
export DESIGN_NICKNAME = mem_load
export VERILOG_FILES = /design/flow/design.v
export SDC_FILE = /design/flow/constraint.sdc
export NUM_CORES = 4
export LEC_CHECK = 1
export CORE_AREA = 10 10 84 84
export DIE_AREA = 0 0 94 94
==> ./constraint.sdc <==
current_design mem_load

set clk_period 2.2
set clk_io_pct 0.2

create_clock -name clk0 -period $clk_period

set non_clock_inputs [all_inputs -no_clocks]
set_input_delay [expr $clk_period * $clk_io_pct] -clock clk0 $non_clock_inputs
set_output_delay [expr $clk_period * $clk_io_pct] -clock clk0 [all_outputs]
==> ./design.v <==
module mem_load (
  input [XLEN-1:0] addr,
  input [XLEN-1:0] data,
  input [MEM_TYPE_LEN-1:0] load_type,
  output reg [XLEN-1:0] to_load
);
localparam XLEN = 32;
localparam REG_ADDR_LEN = 5;
localparam PC_SEL_LEN   = 3,
           PC_PLUS_FOUR = 3'd0,
           PC_BRANCH    = 3'd1,
           PC_JAL       = 3'd2,
           PC_JALR      = 3'd3;
localparam ALU_OP_LEN = 4,
           ALU_ADD    = 4'd0,
           ALU_SLL    = 4'd1,
           ALU_XOR    = 4'd2,
           ALU_OR     = 4'd3,
           ALU_AND    = 4'd4,
           ALU_SRL    = 4'd5,
           ALU_SEQ    = 4'd6,
           ALU_SNE    = 4'd7,
           ALU_SUB    = 4'd8,
           ALU_SRA    = 4'd9,
           ALU_SLT    = 4'd10,
           ALU_SGE    = 4'd11,
           ALU_SLTU   = 4'd12,
           ALU_SGEU   = 4'd13;
localparam SRCA_SEL_LEN = 2,
           SRCA_RS1     = 2'd0,
           SRCA_PC      = 2'd1,
           SRCA_ZERO    = 2'd2;
localparam SRCB_SEL_LEN = 3,
           SRCB_RS2     = 3'd0,
           SRCB_IMM_I   = 3'd1,
           SRCB_IMM_S   = 3'd2,
           SRCB_IMM_U   = 3'd3,
           SRCB_IMM_J   = 3'd4,
           SRCB_FOUR    = 3'd5,
           SRCB_ZERO    = 3'd6;
localparam MEM_TYPE_LEN = 3,
           MEM_B        = 3'b000,
           MEM_H        = 3'b001,
           MEM_W        = 3'b010,
           MEM_D        = 3'b011,
           MEM_BU       = 3'b100,
           MEM_HU       = 3'b101,
           MEM_WU       = 3'b110;
localparam WB_SEL_LEN = 2,
           WB_ALU     = 2'd0,
           WB_MEM     = 2'd1,
           WB_CSR     = 2'd2;
localparam RV_NOP     = 32'b0010011,
           RV_INVALID = 32'b0;
localparam CSR_SEL_LEN     = 1,
           CSR_SEL_RS1     = 1'd0,
           CSR_SEL_IMM     = 1'd1;
localparam CSR_COUNTER_LEN   = 64,
           CSR_ADDR_LEN      = 12,
           CSR_ADDR_CYCLE    = 12'hC00,
           CSR_ADDR_TIME     = 12'hC01,
           CSR_ADDR_INSTRET  = 12'hC02,
           CSR_ADDR_CYCLEH   = 12'hC80,
           CSR_ADDR_TIMEH    = 12'hC81,
           CSR_ADDR_INSTRETH = 12'hC82;
localparam CSR_CMD_LEN = 2,
           CSR_READ    = 2'd0,
           CSR_WRITE   = 2'd1,
           CSR_SET     = 2'd2,
           CSR_CLEAR   = 2'd3;
  wire [XLEN-1:0] shifted_data = data >> {addr[1:0], 3'b0};
  wire [XLEN-1:0] b_data = (shifted_data & 32'hFF);
  wire [XLEN-1:0] h_data = (shifted_data & 32'hFFFF);
  wire [XLEN-1:0] b_extend = ({{32{shifted_data[7]}}} & ~(32'hFF));
  wire [XLEN-1:0] h_extend = ({{32{shifted_data[15]}}} & ~(32'hFFFF));
  always @(*) begin
    case (load_type)
      MEM_B: to_load = b_data | b_extend;
      MEM_H: to_load = h_data | h_extend;
      MEM_BU: to_load = b_data;
      MEM_HU: to_load = h_data;
      default : to_load = shifted_data;
    endcase
  end
endmodule
==> Changelog: implementation <==
## Flow update

* Post-Synth Adder-Cell Area at 0%
* Layout cell share with drive strength beyond 1 at 33.0%
* Req. time, crit path at about 1800 ps
* I/O pin cnt at 99
* RSZ-0062 raised after global routing: true
* Core Util at FP at 13.3%
* Mean Syn Cell Area at between 6 and 7 sq um
* ANT cells at 0
* Layout area overhead at 152%
* First-pass GRT wire length at between 5000 and 6000 microns
* Crit. End Element: output pin
* Cycle use final at a little over nine tenths
* WHS at between 1000 and 1500 ps
* Slew Limit Fails at 0
* Critical path class: in -> out
* PortBufs at around 69
* Largest net degree at the start of global routing at 18
* Outcome: finished clean
* Final critical-path required period at 2150 ps
* Antenna Nets Post-Route at 0
* Post-DP Area at 1530 sq um
* Via count at between 1000 and 1500
* Die Span Y at around 94 microns
* Multiplexer share at between 20 and 30%
* Max Cap Viol at 0
* Cell taking the most area after synthesis: mux2i_1
* Drt wl/cell at 14.3 microns
* Vias in the first global route at around 1100
* Die ar. at slightly below 9000 sq um
* Die Width at between 90 and 100 microns
* Initial antenna violation count at 0
* Global Route Usage Sum at about 8%
* First-pass DRT Iterations at 2
* P per Cell Area at slightly above 200 nW/um^2
* Synth Instances at between 100 and 150
* Fmax at 0.465 GHz
* Xor+xnor area frac at 0%
* Area of the mapped netlist at roughly 690 sq um
* Worst setup SP type: primary input
* GPL Wtd Cong at ~0.7
* Core Util, Final at between 30% and 40%
* Flop area at 0 sq um
* Biggest area cells: mux2i_1, a211oi_1, nor2_1, nand2_1, nor2b_1
* Total chip power at 356 uW
* Max FO, Critical Path at 6
* Top-area cell share at 28.8%
* Hpwl dp at a little over 3000 microns
* OpenROAD warnings at ~63
* Core Area at around 5200 sq um
* GRT Residual Overflow at 0
* Row count at 26
* Seq share, synth at 0%
* Flops at 0
* Setup_tns at 0 ps
* Slew headroom at a little over four fifths
* Yosys stat chip area at between 600 and 700 sq um
* Avg Vias per Cell at between 4 and 5
* Final setup violation count at 0
* Static leakage at between 0.0008 and 0.0009 uW
* Filler cells at 554
* Top non-seq family: AND-OR/OR-AND gates
* Worst VDD drop at 62.3 uV
* DR iter-0 viols at 7
* Yosys simple share at 29.5%
* Final WL at between 3000 and 4000 microns
* Worst Path Arrival at between 1500 and 2000 ps
* Least-Margin Pin Slew at ~230 ps
* Warnings from Yosys at 1
* Final Hold Vio Count at 0
* Compound-Gate Fraction of Synth Area at between 30% and 40%
* Final non-filler cell area at ~1700 sq um
* Distinct lib cells used at 19
* HP Class: in -> out
* # DRC at 0
* Yosys Instances at 107
* CLK BUF at 0
==> cell usage after synthesis <==
library cell  count
nand2b_4          1
a21oi_1           7
nand2_1          16
nand2b_1          1
a311oi_2          1
nor2_1           18
a21boi_2          1
o211ai_2          1
clkbuf_1          3
nand3b_1          1
mux2i_1          20
a211oi_1         14
o21ai_0           6
nor2b_1           8
buf_6             2
buf_4             2
inv_1             1
o21ai_2           2
buf_2             2
==> cell usage in the layout (no fill, tap or decap), types with 2 or more instances in the layout <==
| cell | instances |
|---|---|
| o21ai_1 | 3 |
| clkbuf_2 | 4 |
| buf_2 | 10 |
| clkdlybuf4s15_1 | 6 |
| mux2i_4 | 4 |
| nor2b_1 | 7 |
| nand2_1 | 15 |
| clkdlybuf4s50_1 | 32 |
| buf_4 | 27 |
| a211oi_1 | 13 |
| buf_6 | 6 |
| nor2_2 | 3 |
| a21oi_1 | 7 |
| dlymetal6s2s_1 | 6 |
| dlygate4sd2_1 | 10 |
| mux2i_1 | 16 |
| o21ai_2 | 2 |
| buf_12 | 2 |
| nor2_1 | 15 |
| o21ai_0 | 3 |
==> metrics by stage <==
| step | std cells | setup slack, ps |
|---|---|---|
| 3_3_place_gp | 253 | -528 |
| 6_report | 273 | 50.8 |
| 2_1_floorplan | 107 | 440 |
| 3_5_place_dp | 253 | -565 |
| 5_1_grt | 273 | -0.878 |
| 4_1_cts | 266 | 1.51 |
==> critical path, cell delays in order <==
cell and delay, ps:
buf_12 120, mux2i_4 190, mux2i_4 190, buf_4 140, buf_4 90, buf_4 80, clkdlybuf4s50_1 450
==> power breakdown <==
group / switching, uW / total [uW] / internal [uW]
logic: 131 / 356 / 226
clock network: 0 / 0 / 0
registers: 0 / 0 / 0
total: 131 / 356 / 226
==> what timing repair did <==
action / 4_1_cts / 5_1_grt
pin swaps: 5 / 8
hold buffers: 0 / 0
setup endpoints to repair: 32 / 16
gates resized: 86 / 19
gates cloned: 1 / 0
setup buffers: 13 / 7
==> worst paths after layout <==
check / cells past startpoint / endpoint / slack, ps / startpoint
setup / recovery: 7 / to_load[7] / 50 / addr[0]
hold / removal: 4 / to_load[29] / 1240 / data[29]
==> area by class of cell <==
| class | instances | area, sq um | area share, % |
|---|---|---|---|
| Inverter | 1 | 3.75 | 0.215 |
| Multi-Input combinational cell | 97 | 707 | 40.4 |
| Tap cell | 70 | 87.6 | 5.01 |
| Timing Repair Buffer | 105 | 950 | 54.3 |
==> metal layers <==
| metal | GRT usage (%) | vias up | wire length (microns) |
|---|---|---|---|
| met5 | 0 | - | 0 |
| li1 | - | 581 | - |
| met3 | 3.55 | 0 | 398 |
| met2 | 13.1 | 42 | 1710 |
| met1 | 10.3 | 480 | 1790 |
| met4 | 0 | 0 | 0 |
==> logic make-up (layout without fill, tap and decap cells) <==
kind of cell / count (synthesis) / in the layout
AND-OR/OR-AND: 32 / 32
multiplexers: 20 / 20
AND/OR/NAND/NOR: 45 / 45
buffers and inverters: 10 / 106
No activity file was given, so power comes from the tool's default toggle rates.
