==> ./design.v <==
module pc_mux (
  input [XLEN-1:0] pc_in,
  input [PC_SEL_LEN-1:0] sel,
  input branch,
  input [XLEN-1:0] imm_i,
  input [XLEN-1:0] imm_b,
  input [XLEN-1:0] imm_j,
  input [XLEN-1:0] rs1_data,
  output [XLEN-1:0] pc_out
);
localparam XLEN = 32;
localparam REG_ADDR_LEN = 5;
localparam PC_SEL_LEN   = 3,
           PC_PLUS_FOUR = 3'd0,
           PC_BRANCH    = 3'd1,
           PC_JAL       = 3'd2,
           PC_JALR      = 3'd3;
localparam ALU_OP_LEN = 4,
           ALU_ADD    = 4'd0,
           ALU_SLL    = 4'd1,
           ALU_XOR    = 4'd2,
           ALU_OR     = 4'd3,
           ALU_AND    = 4'd4,
           ALU_SRL    = 4'd5,
           ALU_SEQ    = 4'd6,
           ALU_SNE    = 4'd7,
           ALU_SUB    = 4'd8,
           ALU_SRA    = 4'd9,
           ALU_SLT    = 4'd10,
           ALU_SGE    = 4'd11,
           ALU_SLTU   = 4'd12,
           ALU_SGEU   = 4'd13;
localparam SRCA_SEL_LEN = 2,
           SRCA_RS1     = 2'd0,
           SRCA_PC      = 2'd1,
           SRCA_ZERO    = 2'd2;
localparam SRCB_SEL_LEN = 3,
           SRCB_RS2     = 3'd0,
           SRCB_IMM_I   = 3'd1,
           SRCB_IMM_S   = 3'd2,
           SRCB_IMM_U   = 3'd3,
           SRCB_IMM_J   = 3'd4,
           SRCB_FOUR    = 3'd5,
           SRCB_ZERO    = 3'd6;
localparam MEM_TYPE_LEN = 3,
           MEM_B        = 3'b000,
           MEM_H        = 3'b001,
           MEM_W        = 3'b010,
           MEM_D        = 3'b011,
           MEM_BU       = 3'b100,
           MEM_HU       = 3'b101,
           MEM_WU       = 3'b110;
localparam WB_SEL_LEN = 2,
           WB_ALU     = 2'd0,
           WB_MEM     = 2'd1,
           WB_CSR     = 2'd2;
localparam RV_NOP     = 32'b0010011,
           RV_INVALID = 32'b0;
localparam CSR_SEL_LEN     = 1,
           CSR_SEL_RS1     = 1'd0,
           CSR_SEL_IMM     = 1'd1;
localparam CSR_COUNTER_LEN   = 64,
           CSR_ADDR_LEN      = 12,
           CSR_ADDR_CYCLE    = 12'hC00,
           CSR_ADDR_TIME     = 12'hC01,
           CSR_ADDR_INSTRET  = 12'hC02,
           CSR_ADDR_CYCLEH   = 12'hC80,
           CSR_ADDR_TIMEH    = 12'hC81,
           CSR_ADDR_INSTRETH = 12'hC82;
localparam CSR_CMD_LEN = 2,
           CSR_READ    = 2'd0,
           CSR_WRITE   = 2'd1,
           CSR_SET     = 2'd2,
           CSR_CLEAR   = 2'd3;
  reg [XLEN-1:0] base;
  reg [XLEN-1:0] offset;
  always @(*) begin
    base = pc_in;
    offset = 32'h4;
    case (sel)
      PC_JAL: begin
        base = pc_in;
        offset = imm_j;
      end
      PC_JALR: begin
        base = rs1_data;
        offset = imm_i & ~(32'b1);
      end
      PC_BRANCH: begin
        if (branch) begin
          base = pc_in;
          offset = imm_b;
        end
      end
    endcase
  end
  assign pc_out = base + offset;
endmodule
==> ./run.sh <==
#!/bin/bash
# OpenROAD 26Q1-2900-gdf79404cd8, Yosys 0.63+post, stock flow scripts
make -C /OpenROAD-flow-scripts/flow DESIGN_CONFIG=/design/flow/config.mk WORK_HOME=/design/flow/orfs finish
==> ./config.mk <==
export PLATFORM = sky130hd
export DESIGN_NAME = pc_mux
export DESIGN_NICKNAME = pc_mux
export VERILOG_FILES = /design/flow/design.v
export SDC_FILE = /design/flow/constraint.sdc
export NUM_CORES = 4
export LEC_CHECK = 1
export CORE_AREA = 10 10 125 125
export DIE_AREA = 0 0 135 135
==> ./constraint.sdc <==
current_design pc_mux

set clk_period 23.2
set clk_io_pct 0.2

create_clock -name clk0 -period $clk_period

set non_clock_inputs [all_inputs -no_clocks]
set_input_delay [expr $clk_period * $clk_io_pct] -clock clk0 $non_clock_inputs
set_output_delay [expr $clk_period * $clk_io_pct] -clock clk0 [all_outputs]
==> impl_metrics.csv <==
group,metric,value,unit
finish,area.growth.synth_to_final,82.2,%
setup_path,critPathRequiredTime,18.56,ns
yosys,post_synth_ao_oa_area_fraction,0.335,
yosys,synthesis.instances,447,
die,std_cell_rows,41,
power_and_ir_drop,switching_share,0.404,
die,core,12800,um2
yosys,synth.yosys.chip_area,2600,um2
grt,pin_count_of_the_biggest_net_entering_global_routing,34,
grt,global_route_wire_length_before_repair,19500,um
status,outcome,"finished, final reports clean",
power_and_ir_drop,static-leakage-power,2.06,nW
min_path,hold-path-cell-count,5,
setup_path,worstSetupPathType,"input pin to output pin",
yosys,syn_area_per_cell,5.82,um2
timing,finalSetupViolCount,0,
min_path,worstHoldPathType,"input pin to output pin",
timing,grt_setup_unrepaired,"false",
power_and_ir_drop,cell_internal_pwr,0.0691,mW
run,max_cap_viol_count,0,
die,pin_count,196,
detailed_routing,drt-pass1-iter-count,4,
timing,actual_transition_at_the_worst_max_transition_pin,0.527,ns
die,die-width,135,um
timing,min_period_over_period,0.589,
detailed_routing,routed_via_density,4.71,
yosys,yosys_cell_types,50,
yosys,synth-cells-yosys,447,
detailed_routing,diodes,0,
yosys,synth_sequential_area_ratio,0,
finish,final_layout_size_suffix_gt1_frac,0.0240,
yosys,yosys-mux-area-fraction,0.00385,
grt,track_usage,0.130,
detailed_routing,drt_wl_total,12700,um
timing,max_clock_freq,73.1,MHz
die,dieHeight,135,um
detailed_routing,vias,3757,
setup_path,setup.worst_path.start_class,"input pin",
placement,post-dp-hpwl,10800,um
grt,grt-ovfl-total,0,
finish,flop_area,0,um2
finish,layout.sequential_cells,0,
yosys,yosysTopAreaCell,"sky130_fd_sc_hd__nand2_1",
power_and_ir_drop,pwr-share-seq,0,
setup_path,timing.critical_path.cells,"clkdlybuf4s50_1 > and3b_2 > buf_4 > nand2_1 > nand2_1 > ha_1 > fa_1 > a21oi_2 > o211a_1 > o21ai_2 > or3_4 > a32o_1 > a211o_1 > xnor2_1 > clkdlybuf4s50_1",
die,dieArea,18200,um2
yosys,synth.area.top_cells,"sky130_fd_sc_hd__nand2_1, sky130_fd_sc_hd__ha_1, sky130_fd_sc_hd__a22oi_1",
timing,final_hold_viol_count,0,
setup_path,critical_path_arrival,9.04,ns
timing,fin_tns_setup,0,ns
yosys,yosysWarnings,1,
finish,n_clock_buffer,0,
yosys,xor_xnor_share_of_the_synthesized_area,0.101,
yosys,adder_and_majority_cell_fraction_of_the_synthesized_area,0.157,
grt,grt_antenna_before_repair,0,
power_and_ir_drop,ir_worst_vdd,0.0000107,V
grt,number_of_global_route_vias_before_repair,3926,
setup_path,critical_path.endpoint_type,"output pin",
timing,max_slew_margin,0.648,
clocking,cts_repair_resize_count,0,
setup_path,critical-path-max-stage-delay,0.60,ns
yosys,synth_area,2600,um2
run,log.warning_count,33,
timing,final_critical_delay_including_setup_and_external_delays,13.68,ns
yosys,post-synth-top-area-fraction,0.247,
die,fp_util,0.204,
power_and_ir_drop,pwr_density_cell,24.5,nW/um2
placement,port_buffers,195,
power_and_ir_drop,power_frac_comb,1.000,
detailed_routing,detail_route.wl_per_cell,15.9,um
setup_path,crit_slowest_cell,"sky130_fd_sc_hd__clkdlybuf4s50_1",
power_and_ir_drop,p_sw,0.0469,mW
timing,final_max_slew_viol_count,0,
placement,place.gp.congestion,0.888,
detailed_routing,dr.first_iter.drc_count,239,
detailed_routing,final_antenna_net_count,0,
detailed_routing,route.detailed.drc,0,
clocking,post-cts-setup-buffers,0,
setup_path,crit_path_max_fanout,33,
yosys,synth.logic.top_family,"simple AND/OR/NAND/NOR gates",
yosys,ys_sh_simple,0.364,
finish,layout.filler_cells,1336,
clocking,postCtsHoldBufs,0,
power_and_ir_drop,post-layout-total-power,0.116,mW
finish,multi_input_comb_area,2520,um2
power_and_ir_drop,p_clk_frac,0,
## final cells by class
type	instances	area share
tap	172	0.0454
multi-input combinational	420	0.532
inverter	6	0.00475
timing repair buffer	199	0.418
## worst paths after layout
kind               startpoint         end  slack (ns)
hold / removal    rs1_data[0]   pc_out[0]       10.46
setup / recovery       sel[2]  pc_out[26]        9.52
## cells in the final DEF (no fill, tap or decap), types with 2 or more instances in the layout
cell type and n:
sky130_fd_sc_hd__and3_1 2, sky130_fd_sc_hd__nand4_1 3, sky130_fd_sc_hd__o21bai_1 3, sky130_fd_sc_hd__a22oi_1 30, sky130_fd_sc_hd__a211oi_1 6, sky130_fd_sc_hd__a21oi_2 3, sky130_fd_sc_hd__xnor2_1 18, sky130_fd_sc_hd__clkdlybuf4s50_1 195
sky130_fd_sc_hd__o21ai_1 2, sky130_fd_sc_hd__ha_1 31, sky130_fd_sc_hd__nand2b_1 2, sky130_fd_sc_hd__o211ai_1 5, sky130_fd_sc_hd__a21o_1 7, sky130_fd_sc_hd__buf_4 4, sky130_fd_sc_hd__o21ai_0 28, sky130_fd_sc_hd__nor2_1 20
sky130_fd_sc_hd__nor3b_1 2, sky130_fd_sc_hd__nor3_1 5, sky130_fd_sc_hd__a21oi_1 27, sky130_fd_sc_hd__nand2_1 171, sky130_fd_sc_hd__a31oi_1 2, sky130_fd_sc_hd__nor2b_1 5, sky130_fd_sc_hd__and4_1 3, sky130_fd_sc_hd__xor2_1 12
sky130_fd_sc_hd__inv_1 6, sky130_fd_sc_hd__a21boi_0 2, sky130_fd_sc_hd__nand3_1 6
## synthesized netlist by cell type, drive strengths merged, types with 7 or more instances
| cell type | instances |
|---|---|
| xnor2 | 18 |
| ha | 31 |
| nand2 | 171 |
| o21ai | 31 |
| a21oi | 30 |
| nor2 | 20 |
| a21o | 7 |
| xor2 | 12 |
| a22oi | 30 |
| clkbuf | 21 |
## power groups by stage
stage	Sequential (mW)	Combinational (mW)	Clock [mW]
4_1_cts	0	0.118	0
5_1_grt	0	0.128	0
6_report	0	0.116	0
## metrics by stage
stage / std cells / setup slack, ns / instance area (um2) / utilization / hold slack [ns]
2_1_floorplan: 447 / 11.29 / 2600 / - / 9.44
3_3_place_gp: 797 / 9.59 / 4740 / 0.371 / 10.47
3_5_place_dp: 797 / 9.54 / 4740 / 0.371 / 10.46
4_1_cts: 797 / 9.52 / 4740 / 0.371 / 10.47
5_1_grt: 797 / 9.30 / 4740 / 0.371 / 10.50
6_report: 797 / 9.52 / 4740 / 0.371 / 10.46
## layer usage
layer  routed length (um)  vias to the layer above  global-route usage
met5                    0                        -                   0
met3                 1220                        2              0.0410
met1                 5490                     1658               0.164
met4                   17                        0             0.00179
li1                     -                     1940                   -
met2                 5980                      157               0.225
## kinds of logic (layout without fill, tap and decap cells)
logic type               after synthesis  after routing
AND/OR/NAND/NOR                      226            226
AND-OR/OR-AND                        131            131
adder cells (fa/ha/maj)               32             32
XOR/XNOR                              30             30
buffers and inverters                 27            205
multiplexers                           1              1
## critical path, delay by kind of cell
kind                     cells  cell delay (ns)
buffers and inverters        3             1.43
adder cells (fa/ha/maj)      2             0.63
XOR/XNOR                     1             0.18
AND-OR/OR-AND                5             1.14
AND/OR/NAND/NOR              4             1.00
Power is estimated from default activity; no workload was simulated.
